### flow/run.sh
#!/bin/bash
# OpenROAD 26Q1-2900-gdf79404cd8, Yosys 0.63+post, stock flow scripts
make -C /OpenROAD-flow-scripts/flow DESIGN_CONFIG=/design/flow/config.mk WORK_HOME=/design/flow/orfs finish
### flow/config.mk
export PLATFORM = sky130hd
export DESIGN_NAME = BCD_adder
export DESIGN_NICKNAME = BCD_adder
export VERILOG_FILES = /design/flow/design.v
export SDC_FILE = /design/flow/constraint.sdc
export NUM_CORES = 4
export LEC_CHECK = 1
export CORE_AREA = 10 10 70 70
export DIE_AREA = 0 0 80 80
### flow/constraint.sdc
current_design BCD_adder

set clk_period 4.6
set clk_io_pct 0.2

create_clock -name clk0 -period $clk_period

set non_clock_inputs [all_inputs -no_clocks]
set_input_delay [expr $clk_period * $clk_io_pct] -clock clk0 $non_clock_inputs
set_output_delay [expr $clk_period * $clk_io_pct] -clock clk0 [all_outputs]
### flow/design.v
module full_adder (
  input  a, b, c_in,
  output c_out, s
);
  logic s1,c1,c2;
  half_adder ha1 (a,b,c1,s1);
  half_adder ha2 (s1,c_in,c2,s);
  assign c_out = c1|c2;
endmodule
module half_adder (
    input a,b,
    output c_out, s
  );
  assign s = a^b;
  assign c_out = a&b;
endmodule
module BCD_adder(
    input logic [3:0] a,
    input logic [3:0] b,
    output logic [4:0] sum,
    output logic carry_out
);
logic [4:0] carry_tempt;
logic [3:0] sum_tempt;
logic [4:0] sum_0;
assign carry_tempt[0] = 1'b0;
genvar i;
generate
  for(i=0; i<4; i=i+1)begin
    full_adder fa_0(a[i], b[i], carry_tempt[i], sum_tempt[i], carry_tempt[i+1]);
  end
endgenerate
assign sum_0 = {carry_tempt[4], sum_tempt[3:0]};
always_comb
  begin
    if(sum_0 > 5'b01001) 
    begin
        carry_out = 1;
        sum = sum_0 +  4'b0110;   
    end
    else begin
        carry_out = 0;
        sum = sum_0;
    end
  end
endmodule
==> reports/metrics.cfg <==
[status]
run_status = complete, no violations

[sta]
min_period_over_period_pct = 97.8
fmax_mhz = 222
final-hold-violation-count = 0
final.hold.worst_slack_ps = 2620
timing_worst_slew_pin_value_ps = 219
drv_slew = 0
finalCriticalPeriod_ps = 4500
report.final.setup_viol = 0
maxSlewHeadroom_pct = 85.3
fin_setup_tns_ps = 0
rsz0062_at_grt = no

[grt]
grt_max_degree = 9
grt-ovfl-total = 0
grt_pass1_vias = 253
global_route_wire_length_before_repair_mm = 1.26
total_global_routing_track_utilization_pct = 2.34
grt_antenna_before_repair = 0

[finish]
nClkBuffers = 0
syn2layout_area_growth_pct = 98.5
regArea_um2 = 0
design.seq.count = 0
layout_cell_share_with_drive_strength_beyond_1_pct = 31.9

[yosys]
yosys-stat-area_um2 = 245
cells_taking_the_most_area_after_synthesis = sky130_fd_sc_hd__fa_1, sky130_fd_sc_hd__ha_1, sky130_fd_sc_hd__o21ai_0, sky130_fd_sc_hd__nand2b_1, sky130_fd_sc_hd__buf_6
ys_types = 22
syn_inst = 30
ys_cells = 30
ys_warn_count = 1
synthDominantAreaCellType = sky130_fd_sc_hd__fa_1
syn_avg_cell_area_um2 = 8.17
top_cells_by_count = sky130_fd_sc_hd__fa_1, sky130_fd_sc_hd__o21ai_0
area_share_of_the_leading_cell_type_in_the_synthesized_netlist_pct = 24.5
seq_area_frac_synth_pct = 0
synth.cell_area_um2 = 245

[floorplanning]
floorplanUtilization_pct = 7.18
die-area_um2 = 6400
placementRows = 21
die.size.y_um = 80
core_area_um2 = 3420
ios = 14
die_w_um = 80

[power_and_ir_drop]
leakage_component_of_the_power_nw = 0.181
total_power_mw = 0.128
power_density_nw_per_um2 = 263
ir_drop_v = 0.0000408

[place]
dp_hpwl_um = 653
replace_congestion = 0.687
io_buffer_count = 14

[critical_path]
setup.worst_path.class = in -> out
critPathLaunchType = primary input
crit_path_max_incr_delay_ps = 590
cp-end-kind = primary output
crit_top_cell = sky130_fd_sc_hd__fa_1
required_worst_endpoint_ps = 3680
crit_path_top_delay_cell = sky130_fd_sc_hd__fa_2
critical_path_cell_by_cell = clkdlybuf4s15_1, ha_1, fa_1, fa_1, fa_2, buf_6, a211oi_2, or3_1, buf_2
timing.critical_path.fanout_max = 4
worst-endpoint-arrival_ps = 3580

[detailed_routing]
antenna_left = 0
vias_per_cell = 2.98
drtIter0Drc = 57
n_antenna_cell = 0
post_drt_wl_per_cell_um = 8.43
detailed_routing_iteration_count_for_the_pre_antenna_repair_pass = 2
drc = 0
route.final.wire_length_um = 784
detailroute.via_count = 277

[clock_network]
holdBufCountCts = 0

[flow_run]
max_cap_violations = 0
log.warning_count = 32

[min_path]
hp-class = in -> out

layout make-up:
type | instances | area [µm²]
multi-input combinational | 25 | 236
fill | 389 | 2930
tap | 46 | 57.6
inverter | 2 | 7.51
timing repair buffer | 20 | 185
worst paths after layout:
path              startpoint  slack [ps]  endpoint  depth (start not counted)
setup / recovery        b[0]         100    sum[1]                          9
hold / removal          a[0]        2620    sum[3]                          5
through the flow:
stage,cell area [µm²],setup slack (ps),utilization [%],std cells
after floorplan,245,484,-,30
after global placement,449,-498,13.2,91
after detailed placement,449,-499,13.2,91
after CTS,487,30.3,14.2,93
after global routing,487,5.83,14.2,93
final,487,101,14.2,93
cells by family (layout without fill, tap and decap cells):
| group | after synthesis | count (layout) | share of synthesized area [%] |
|---|---|---|---|
| compound gates | 10 | 10 | 26.5 |
| simple gates | 10 | 10 | 26.0 |
| fa+ha+maj | 5 | 5 | 34.7 |
| buf+inv | 5 | 22 | 12.8 |
placed cells by master, fill, tap and decap left out, types with 2 or more instances in the layout:
cell,count
sky130_fd_sc_hd__clkdlybuf4s15_1,4
sky130_fd_sc_hd__fa_1,2
sky130_fd_sc_hd__ha_1,2
sky130_fd_sc_hd__o21ai_0,2
sky130_fd_sc_hd__nand2b_1,2
sky130_fd_sc_hd__buf_6,2
sky130_fd_sc_hd__clkdlybuf4s50_1,7
sky130_fd_sc_hd__buf_4,4
sky130_fd_sc_hd__dlygate4sd2_1,2
sky130_fd_sc_hd__inv_1,2
repair_timing:
action                     CTS  global route
buffers inserted             2             0
pin swaps                    7             2
setup endpoints to repair    5             3
resized                     22             0
where the power goes:
group | switching [mW] | internal, mW
Combinational | 0.0502 | 0.0776
Clock | 0 | 0
Sequential | 0 | 0
layer usage:
metal	share of wire [%]	GRT usage, %
met5	0	0
met3	4.2	0.455
met4	0	0
met2	51	3.85
met1	44	3.26
critical path, delay by kind of cell:
kind	cells	cell delay [ps]
compound gates	1	30
buf+inv	3	400
fa+ha+maj	4	1850
simple gates	1	360
Power and IR drop assume default switching activity.
