### /design/flow/run.sh
#!/bin/bash
# OpenROAD 26Q1-2900-gdf79404cd8, Yosys 0.63+post, stock flow scripts
make -C /OpenROAD-flow-scripts/flow DESIGN_CONFIG=/design/flow/config.mk WORK_HOME=/design/flow/orfs finish
### /design/flow/config.mk
export PLATFORM = sky130hd
export DESIGN_NAME = fir_4
export DESIGN_NICKNAME = fir_4
export VERILOG_FILES = /design/flow/design.v
export SDC_FILE = /design/flow/constraint.sdc
export NUM_CORES = 4
export LEC_CHECK = 1
export CORE_UTILIZATION = 40
### /design/flow/constraint.sdc
current_design fir_4

set clk_period 7.7
set clk_io_pct 0.2

create_clock -name clk0 -period $clk_period [get_ports {clk}]

set non_clock_inputs [all_inputs -no_clocks]
set_input_delay [expr $clk_period * $clk_io_pct] -clock clk0 $non_clock_inputs
set_output_delay [expr $clk_period * $clk_io_pct] -clock clk0 [all_outputs]
### /design/flow/design.v
module d_flop #(parameter N = 4) (
  input  logic clk, rst_n,
  input  logic [N-1 : 0] d,
  output logic [N-1 : 0] q
);
  always_ff @(posedge clk, negedge rst_n) begin
    if (!rst_n) begin
      q <= 0;   
    end else begin
      q <= d;   
    end
  end
endmodule
package weight_pkg;
  parameter logic signed [7:0] weight_0 = 1;
  parameter logic signed [7:0] weight_1 = 2;
  parameter logic signed [7:0] weight_2 = 3;
  parameter logic signed [7:0] weight_3 = 4;
endpackage
module fir_4 (
  input logic clk, rst_n,
  input logic signed [7:0] in,
  output logic signed [17:0] out
);
  logic signed [7:0] s [3:0];   
  logic signed [15:0] p0, p1, p2, p3;
  logic signed [16:0] sum0, sum1;
  assign p0 = weight_pkg::weight_0*s[0];
  assign p1 = weight_pkg::weight_1*s[1];
  assign p2 = weight_pkg::weight_2*s[2];
  assign p3 = weight_pkg::weight_3*s[3];
  assign sum0 = p0+p1;
  assign sum1 = p2+p3;
  assign out = sum0 + sum1;
  genvar i;
  generate
    for (i = 0; i<4; i=i+1) begin
      if (i==0) begin
        d_flop #(8) d(clk,rst_n,in,s[i]);
      end else begin
        d_flop #(8) d(clk,rst_n,s[i-1],s[i]);
      end
    end
  endgenerate
endmodule
==> results.cfg <==
; implementation run metrics
[grt]
overflow = 0
grtUsageTotal_pct = 12.3
antenna_found_initial = 0
grt_pass1_wl_um = 5040
grt_pass1_vias = 1199
grt_max_degree = 33

[clock_tree]
numClockSinks = 32
cts_setup_buffers = 0
cts_tree = yes
cts_hold_buffers = 0
h-tree-depth = 2
clockBufferDepth = 2
path_clk_slew_ps = 70
cts-resized-gates = 0
cts_buffers = 5
clk_latency_ps = 280
root_buffer = clkbuf_8

[place]
hpwl_um = 2310
portBuffers = 27
finalWeightedCongestion = 0.748
dp_slack_ps = 2030

[setup_path]
cp_num_buf_inv = 3
cp_num_cells = 12
path_max_fanout = 6
cpMostUsedCell = fa_1
max_stage_delay_ps = 550
path_cells = fa_1 > inv_1 > fa_1 > fa_1 > inv_1 > ha_1 > fa_1 > a21o_1 > a21oi_2 > o21ai_2 > a31oi_1 > clkdlybuf4s50_1
cp-start-kind = flop
cp.required_ps = 6160
crit_slowest_cell = clkdlybuf4s50_1
worstSetupPathType = flop to output port
path_delay_family = adder cells
rr_worst_depth = 0
crit_arrival_ps = 4380
cp-end-kind = output port

[logic_synthesis]
synth_seq_share_pct = 37.5
yosysMostFrequentCell = inv_1
synth-edff-count = 0
ys_ff = 32
ff_type = dfrtp_1
synth.area.top_cells = dfrtp_1 (38%), fa_1 (22%), ha_1 (15%)
yosys_cells = 182
top_cells_by_count = inv_1 (51), dfrtp_1 (32), ha_1 (25)
ys_warn_count = 3
yosysUniqueCellTypes = 31
synthCells = 182
async_reset_ff_share_pct = 100
largest_area_cell = dfrtp_1
yosys_area_mm2 = 0.00213
syn_area_mm2 = 0.00213
top_cell_area_share_pct = 37.5
syn_avg_cell_area_um2 = 11.7

[routing]
routed_wl_um = 2790
wire_per_inst_um = 9.98
dr.first_iter.drc_count = 27
vias_per_cell = 4.24
antenna-diode-count = 0
drt_pass1_iterations = 3
vias = 1188
drc = 0
ant_nets = 0

[status]
status = complete, no violations

[timing]
period_used_pct = 76.9
hold_viol = 0
max_freq_mhz = 169
rsz0062_at_grt = false
min_period_ps = 5920
finalSetupViolations = 0
slew_headroom_pct = 71.7
maxSlewViolCount = 0
fin_tns_setup_ps = 0
worstMarginPinSlew_ps = 423
clock-skew-final_ps = 8.47
setup_ws_ps = 1780

[cells_and_area]
area_delta_synth_final_pct = 18.7
largestRegisters = genblk1.genblk1.d.q: 32 flops
logic_area_mm2 = 0.00108
regArea_um2 = 801
top_register = genblk1.genblk1.d.q
largest_register_ffs = 32
num-fill-cells = 466
drive_above_1_share_pct = 8.10

[floorplan]
fp.dieW_um = 75.0
core_mm2 = 0.00511
num_rows = 26
die_h_um = 75.0
ios = 28
chip_area_mm2 = 0.00563
fp_util_pct = 41.8

[power_and_ir_drop]
powerDensity_mw_per_mm2 = 305
vdd_drop_max_uv = 156
p_leak_nw = 1.27

[worst_hold_path]
hp-class = flop to flop
whs_path_depth = 0

[run]
tool_warnings = 26
max_cap_viol_count = 0
## per-layer routing
layer,vias up,routed length (µm),global-route usage (%)
li1,609,-,-
met1,551,1510,20.8
met2,23,1110,17.5
met3,5,121,3.26
met4,0,57,2.10
met5,-,0,0
## cell type report
type	instances	area share, %
Multi-Input combinational cell	91	42.7
Sequential cell	32	31.6
Timing Repair Buffer	28	11.0
Inverter	51	7.56
Tap cell	70	3.46
Clock buffer	6	3.26
Clock inverter	2	0.395
## through the flow
step	cells	total power (W)	area (µm²)	util, %	hold slack, ps
finish	280	0.000772	2530	49.6	376
global route	280	0.000856	2530	49.6	401
CTS	280	0.000786	2530	49.6	380
detailed placement	272	0.000653	2440	47.8	364
global placement	272	0.000653	2440	47.8	360
floorplan	182	0.000467	2130	-	354
## where the power goes
| part | switching (W) | internal [W] | total, W |
|---|---|---|---|
| registers | 0.00000630 | 0.000177 | 0.000183 |
| logic | 0.000189 | 0.000270 | 0.000459 |
| clock network | 0.0000587 | 0.0000712 | 0.000130 |
## layout by cell type (no fill, tap or decap), types with 2 or more instances in the layout
| cell | count |
|---|---|
| xnor2_1 | 4 |
| o21ai_0 | 3 |
| dfrtp_1 | 32 |
| xor2_1 | 3 |
| clkdlybuf4s50_1 | 27 |
| ha_1 | 25 |
| a31oi_1 | 2 |
| nand4_1 | 2 |
| nand3_2 | 2 |
| a21o_1 | 2 |
| fa_1 | 23 |
| nor2b_1 | 2 |
| inv_1 | 51 |
| a21oi_2 | 2 |
| nor2_1 | 5 |
| clkinv_2 | 2 |
| clkbuf_8 | 6 |
| nand3_1 | 4 |
## path summary, 6_finish.rpt
| check | from | to | slack, ps |
|---|---|---|---|
| max | genblk1[0].genblk1.d.q[2] | out[17] | 1780 |
| max reg2reg | genblk1[0].genblk1.d.q[7] | genblk1[1].genblk1.d.q[7] | 7110 |
| min in group asynchronous | rst_n | genblk1[2].genblk1.d.q[0] | 1650 |
| min reg2reg | genblk1[1].genblk1.d.q[6] | genblk1[2].genblk1.d.q[6] | 380 |
| max in group asynchronous | rst_n | genblk1[3].genblk1.d.q[6] | 5750 |
| min | genblk1[1].genblk1.d.q[6] | genblk1[2].genblk1.d.q[6] | 380 |
## cell families after synthesis
family | share of synthesized area [%]
fa+ha+maj | 36.2
flops | 37.5
buf+inv | 11.7
compound gates | 6.28
xor+xnor | 2.87
simple gates | 5.34
Power figures rest on the tool's default switching activity, not on a simulated workload.
