**config.mk**
```make
export PLATFORM = sky130hd
export DESIGN_NAME = MAC
export DESIGN_NICKNAME = MAC
export VERILOG_FILES = /design/flow/design.v
export SDC_FILE = /design/flow/constraint.sdc
export NUM_CORES = 4
export LEC_CHECK = 1
export CORE_UTILIZATION = 50
```
**constraint.sdc**
```tcl
current_design MAC

set clk_period 32.4
set clk_io_pct 0.2

create_clock -name clk0 -period $clk_period

set non_clock_inputs [all_inputs -no_clocks]
set_input_delay [expr $clk_period * $clk_io_pct] -clock clk0 $non_clock_inputs
set_output_delay [expr $clk_period * $clk_io_pct] -clock clk0 [all_outputs]
```
**design.v**
```verilog
module MAC #(parameter N = 2, parameter QM = 12, parameter QN = 20, parameter WM = 6, parameter WN = 10)(
    input logic signed [QM + QN - 1:0] in,
    input logic signed [WM + WN - 1:0] weights,
    input logic signed [QM + QN + WM + WN + N - 1 : 0] feedback,
    output logic signed [QM + QN + WM + WN + N - 1:0] out
);
localparam SF = 2.0**-QN;
logic signed [QM + QN + WM + WN - 1 : 0] prod;
always_comb begin
    prod = in * weights;
    out = prod + feedback;
end
endmodule
```
**run.sh**
```bash
#!/bin/bash
# OpenROAD 26Q1-2900-gdf79404cd8, Yosys 0.63+post, stock flow scripts
make -C /OpenROAD-flow-scripts/flow DESIGN_CONFIG=/design/flow/config.mk WORK_HOME=/design/flow/orfs finish
```
==> writeup.txt <==
Measured along the x axis, the die boundary spans 200.8 um. The total length of routed wires came out at 50460 um.

Derived from the worst setup path, the maximum achievable clock frequency is 48.04 MHz. Setup repair after global routing left no endpoint under its margin. In this run the count of I/O pins placed on the die edge is 148.

The number of max-slew violations in the final report came out at 0. For this run, the detailed router's first-pass iteration total came to 4.

Worst stage delay on the critical path: 1050 ps. The number of hold buffers added after CTS was 0.

At the end of routability-driven placement, the weighted congestion stood at 0.9331. In this run the worst path has a maximum fanout of 16. The logs give 0 for the final setup violation count and 56.06% for the share of the core filled with cells in the final layout. On the critical path, the stage with the largest delay is an instance of clkdlybuf4s50_1. The class of the tightest hold or removal check was primary input to primary output. The routed layout has 14.29k vias. The most common cell in the synthesized netlist is inv_1.

Entering global routing, the biggest net connects 33 pins. The tool warning count for the run is 32. Port buffering added 148 buffers.

The worst setup path is of the primary input to primary output kind. For this sky-water flow run, the detailed-routed wirelength per cell is reported as 17.93 um. For the register share after synthesis, the log shows 0%.

The number of warnings issued by yosys was 1; the total cells reported by yosys after synthesis was 2213. After synthesis, the mean cell area works out to 8.932 sq um. With the number of flip-flops and latches at 0, the global-route usage over all layers is 29.23%. The logs give 39.56% for the relative max-transition margin and 0 for the max-cap violation count. Data on the critical path arrives at its endpoint at 14340 ps. The number of global-route vias before repair is 16.09k. The number of placement rows was 72.

The first global-routing pass estimated 84870 um of wire. The final cell count without fillers is 2814. Adding up every negative setup slack in the final design gives 0 ps.

The worst path in the final design needs a cycle of 20820 ps, including I/O delays and setup. Category of the worst setup path capture point: a primary output. The logs give 0 for the number of antenna violations at the first check in global routing and 0 for the remaining routing DRC violations.

Counting the clock-network buffers in the layout gives 0. The die is 200.8 um tall. The run gives 444 for the DRC marker count from the first detailed-route iteration. The proportion of netlist area held by the largest area contributor is 55.20%.

Global routing finished with a remaining overflow of 0. The floorplan step defined a core boundary enclosing 38830 sq um. The final antenna diode count came out at 0.

In the floorplan report the effective utilization is 50.91%. After synthesis, the cell types taking the most area are fa_1 55%, inv_1 11%, ha_1 8.5%, and2_1 6.9%, nand2_1 5.9%.

STA classifies the critical path startpoint as a primary input. The layout report lists the combined flip-flop and latch area as 0 sq um. Counting endpoints that fail hold in the final report gives 0. At the worst endpoint, the required time is 25920 ps.

Most repeated library cell on the critical path: fa_1. The cell type contributing the most total cell area after synthesis was fa_1. The pin closest to its max-slew limit shows a slew of 903.8 ps. The number of setup buffers added after CTS is 0. The flow ran to the end, and the final reports show no timing, DRC or antenna violations. Relative to the synthesized area, the layout overhead comes to 10.13%.

With the number of distinct standard cells referenced by the synthesized netlist at 59, the number of placed instances with taps included is 2814. The cell area after synthesis is 19770 sq um. With the final antenna-violating net count at 0, the number of cells produced by synthesis is 2213. The run gives 64.25% for the share of the clock period used by the worst path after layout. The post-synthesis chip area from yosys was 19770 sq um. Traced cell by cell, the critical path runs through clkdlybuf4s50_1, nand2_1, fa_1, fa_1, fa_1, inv_1, fa_1, fa_1, inv_1, fa_1, inv_1, ha_1, a21oi_1, nand2_1, a211o_1, o211ai_1, a211oi_1, nor2_1, o21ai_0, a311oi_1, clkdlybuf4s50_1. Yosys reports that the most numerous cell types are 575 x inv_1, 545 x fa_1, 312 x nand2_1, 217 x and2_1, 134 x ha_1. The kind of cell with the highest combined delay along the critical path is adder cells.

The share of layout cells above drive strength 1 was 1.916%; the die footprint was 40330 sq um. Along the critical path, the tally of buffer and inverter instances is 5. For this run, the detailed router reports a per-instance via density of 5.078. With the placed wire-length estimate at 42510 um, the number of resized instances in the post-cts repair step is 0.
## kinds of logic after synthesis
group | synth area share (%)
buffers and inverters | 12.80
AND/OR/NAND/NOR | 15.85
adder cells (fa/ha/maj) | 63.68
XOR/XNOR | 2.348
AND-OR/OR-AND | 5.172
multiplexers | 0.1519
## layout make-up
type                       instances  area [sq um]
tap                              518         648.1
inverter                         576          2162
multi-input combinational       1540         17240
fill                            3521         17060
timing repair buffer             180          1722
## per-layer routing
layer / global-route usage (%) / wire length (um) / part of all wire (%) / vias to the layer above
met2: 47.35 / 25870 / 51 / 391
met5: 0 / 0 / 0 / -
met1: 41.29 / 19500 / 39 / 7291
met3: 9.092 / 3801 / 7.5 / 58
li1: - / - / - / 6550
met4: 6.161 / 1286 / 2.5 / 0
## worst min-delay path: stages
cell,delay [ps]
clkdlybuf4s50_1,460
ha_1,130
clkdlybuf4s50_1,450
## final timing paths
check                  startpoint      end  slack, ps  depth (start not counted)
worst max-delay path       in[12]  out[43]      11580                         21
worst min-delay path  feedback[0]   out[0]      14010                          3
## metrics by stage
step | area [sq um] | worst slack [ps] | hold WS (ps)
6_report | 21770 | 11580 | 14010
5_1_grt | 21770 | 11200 | 14050
4_1_cts | 21770 | 11660 | 14010
3_5_place_dp | 21770 | 11710 | 14000
3_3_place_gp | 21770 | 11800 | 14000
2_1_floorplan | 19770 | 13740 | 13040
## layout by cell type (no fill, tap or decap), types with 3 or more instances in the layout
cell / instances
nand3_1: 10
a21o_1: 27
nor2b_1: 5
nand4_1: 9
and3_1: 4
clkdlybuf4s50_1: 148
inv_1: 575
a31oi_1: 6
nor2_1: 63
nor3_1: 8
o21bai_1: 6
fa_1: 545
a211oi_1: 5
o21a_1: 8
xor2_1: 15
nand2_1: 312
nand2b_1: 6
o21ai_0: 27
ha_1: 134
and2_1: 217
xnor2_1: 38
o21ai_1: 3
a21oi_1: 43
mux2i_1: 3
or3_1: 3
buf_4: 32
