## ./run.sh

```bash
#!/bin/bash
# OpenROAD 26Q1-2900-gdf79404cd8, Yosys 0.63+post, stock flow scripts
make -C /OpenROAD-flow-scripts/flow DESIGN_CONFIG=/design/flow/config.mk WORK_HOME=/design/flow/orfs finish
```

## ./constraint.sdc

```tcl
current_design mult_pipe

set clk_period 1.9
set clk_io_pct 0.2

create_clock -name clk0 -period $clk_period [get_ports {clk}]

set non_clock_inputs [all_inputs -no_clocks]
set_input_delay [expr $clk_period * $clk_io_pct] -clock clk0 $non_clock_inputs
set_output_delay [expr $clk_period * $clk_io_pct] -clock clk0 [all_outputs]
```

## ./design.v

```verilog
module full_adder (
  input  a, b, c_in,
  output c_out, s
);
  logic s1,c1,c2;
  half_adder ha1 (a,b,c1,s1);
  half_adder ha2 (s1,c_in,c2,s);
  assign c_out = c1|c2;
endmodule
module half_adder (
    input a,b,
    output c_out, s
  );
  assign s = a^b;
  assign c_out = a&b;
endmodule
module mult_pipe (
  input  [3:0] a, b,
  input        clk, rst_n,
  output [7:0] prod
);
  logic [3:0] ina, inb, ina_2, inb_2, ina_3, inb_3;
  logic [5:0] next_1, stage_1;
  logic [6:0] next_2, stage_2;
  logic [7:0] next_3, stage_3;
  logic [4:0] carry_l1, carry_l2, carry_l3;
  always_ff @(posedge clk, negedge rst_n) begin
    if (!rst_n) begin   
      ina     <= 4'b0;
      inb     <= 4'b0;
      ina_2   <= 4'b0;
      inb_2   <= 4'b0;
      ina_3   <= 4'b0;
      inb_3   <= 4'b0;
      stage_1 <= 6'b0;
      stage_2 <= 7'b0;
      stage_3 <= 8'b0;
    end else begin
      ina     <= a;
      inb     <= b;
      ina_2   <= ina;
      inb_2   <= inb;
      ina_3   <= ina_2;
      inb_3   <= inb_2;
      stage_1 <= next_1;
      stage_2 <= next_2;
      stage_3 <= next_3;
    end
  end
  assign next_1[0]   = ina[0] & inb[0];
  assign carry_l1[0] = 1'b0;
  genvar i;
  generate
    for (i = 0; i<4 ;i=i+1 ) begin
      if (i==3) begin
        full_adder fa(1'b0,(ina[3]&inb[1]),carry_l1[i],next_1[i+2],next_1[i+1]);    
      end else begin
        full_adder fa((ina[i+1]&inb[0]),(ina[i]&inb[1]),carry_l1[i],carry_l1[i+1],next_1[i+1]);
      end
    end
  endgenerate
  assign next_2[0]   = stage_1[0];
  assign next_2[1]   = stage_1[1];
  assign carry_l2[0] = 1'b0;
  generate
    for (i = 0; i<4 ;i=i+1 ) begin
      if (i==3) begin
        full_adder fa(stage_1[i+2],(ina_2[i]&inb_2[2]),carry_l2[i],next_2[i+3],next_2[i+2]);
      end else begin   
        full_adder fa(stage_1[i+2],(ina_2[i]&inb_2[2]),carry_l2[i],carry_l2[i+1],next_2[i+2]);
      end
    end
  endgenerate
  assign next_3[2:0] = stage_2[2:0];
  assign carry_l3[0] = 1'b0;
  generate
    for (i = 0; i<4 ;i=i+1 ) begin
      if (i==3) begin
        full_adder fa(stage_2[i+3],(ina_3[i]&inb_3[3]),carry_l3[i],next_3[i+4],next_3[i+3]);
      end else begin
        full_adder fa(stage_2[i+3],(ina_3[i]&inb_3[3]),carry_l3[i],carry_l3[i+1],next_3[i+3]);
      end
    end
  endgenerate
  assign prod = stage_3;
endmodule
```

## ./config.mk

```make
export PLATFORM = sky130hd
export DESIGN_NAME = mult_pipe
export DESIGN_NICKNAME = mult_pipe
export VERILOG_FILES = /design/flow/design.v
export SDC_FILE = /design/flow/constraint.sdc
export NUM_CORES = 4
export LEC_CHECK = 1
export CORE_AREA = 10 10 111 111
export DIE_AREA = 0 0 121 121
```

==> Slide: Implementation Results <==
Key Metrics from the Run

Outcome
  – Status: complete, no violations

Yosys
  – Post-synth regs: 40
  – Mapped cell area: 1360 µm²
  – Mean Syn Cell Area: 16.2 µm²
  – Syn. warnings: 1
  – Yosys synthesis chip area: 1360 µm²
  – Yosys top cell by area: dfrtp_1
  – Unique cell types: 6
  – Yosys top cell area share: 0.735
  – Synth Seq Share: 0.735
  – Ys cells: 84
  – Top cells by area: dfrtp_1 74%, fa_1 12%, and2_1 5.5%
  – Syn Inst Count: 84

Placement
  – Number of I/O port buffers: 17
  – DP HPWL: 1380 µm
  – Placer Congestion: 0.739
  – Post-DP Area: 1720 µm²
  – Placed cells: 236

GRT
  – Vias in the first global route: 715
  – First-pass GRT wire length: 3390 µm
  – Total grt overflow: 0
  – GRT Total Usage: 0.0287
  – Initial antenna violation count: 0
  – Largest net degree at the start of global routing: 41

STA
  – Rel. slew slack: 0.861
  – WHS: 0.0488 ns
  – Final min period: 1.89 ns
  – Skew final: 0.00661 ns
  – Max-slew violation count: 0
  – Final Setup Violations: 0
  – RSZ-0062 raised after global routing: yes
  – Slew @ Worst Pin: 0.209 ns
  – F_max: 528 MHz
  – Setup tns final: 0 ns
  – Hold Vio Cnt, Final: 0
  – Post-layout period usage of the worst path: 0.996

Clock network
  – Root buffer cell: clkbuf_8
  – Clock Pin Slew Worst Setup and Hold Paths: 0.07 ns
  – Hold buffer count at cts: 0
  – Clock latency (worst-skew pair): 0.28 ns
  – H-tree levels: 2
  – CTS tree: yes
  – CTS Sinks: 40
  – TritonCTS Buffers: 5
  – Clock buffer depth: 2

Floorplan
  – # rows: 36
  – Chip Height: 121 µm
  – Die X: 121 µm
  – Area of the core: 9860 µm²
  – Floorplan utilization: 0.138
  – Die area: 14600 µm²
  – Top-Level Pins: 18

Detailed routing
  – 1st-pass router iterations: 2
  – Post-DR vias/cell: 2.41
  – # DRC: 0
  – WL per Instance: 7.56 µm
  – Drt total wl: 1880 µm
  – ANT cells: 0
  – Routed via count: 600
  – Antenna viol nets, final: 0
  – Number of DRC markers in iteration 0: 15

Critical path
  – Worst Path Max Fanout: 2
  – Crit path DAT: 2.08 ns
  – Crit path required time: 2.09 ns
  – Setup crit end kind: register
  – CP startpoint kind: register
  – Crit path kind: reg -> reg

Min path
  – Hold crit path type: in -> async

Final layout
  – Layout area overhead: 40.8%
  – Share of cells above drive strength 1: 0.267
  – Fin area: 1920 µm²
  – Fillers: 1043
  – Final cell count without fillers: 249

Run
  – Tool warnings: 27
  – Max_cap viols: 0

Power
  – Power, Total: 1.89 mW
  – Static Leak: 0.853 nW
  – Max IR drop VDD: 0.407 mV
  – P per Cell Area: 986 nW/µm²
[metal layers]
layer  track usage  routed length [µm]  up-vias
met5             0                   0        -
met4       0.00603                  31        0
met3        0.0189                 198        4
met2        0.0395                 760       19
met1        0.0370                 893      272
li1              -                   -      305
[final cells by class]
type                            instances  area (µm²)  area share
Sequential cell                        40        1000       0.522
Multi-Input combinational cell         28         333       0.174
Inverter                               16        60.1      0.0313
Clock buffer                            7        96.3      0.0503
Timing Repair Buffer                   24         230       0.120
Clock inverter                          1        30.0      0.0157
Tap cell                              133         166      0.0868
[cells in the mapped netlist]
| library cell | count |
|---|---|
| inv_1 | 16 |
| and2_1 | 12 |
| fa_1 | 8 |
| nand2_1 | 4 |
| ha_1 | 4 |
| dfrtp_1 | 40 |
[worst max-delay path: stages, from the launching register on]
cell	delay, ns
dfrtp_1	0.36
and2_1	0.14
ha_2	0.16
inv_2	0.03
fa_2	0.33
inv_2	0.06
fa_2	0.18
inv_2	0.03
fa_1	0.47
inv_1	0.04
[metrics by stage]
stage | setup WS, ns | util
4_1_cts | -0.00182 | 0.190
3_3_place_gp | -0.0173 | 0.174
6_report | 0.00721 | 0.194
5_1_grt | -0.0967 | 0.194
2_1_floorplan | 0.0498 | -
3_5_place_dp | -0.0161 | 0.174
[worst paths after layout]
check	from	end	slack, ns	cells after the start
max	inb_2[2]$_DFF_PN0_	stage_2[5]$_DFF_PN0_	0.007	9
min reg2reg	stage_2[2]$_DFF_PN0_	stage_3[2]$_DFF_PN0_	0.35	0
max reg2reg	inb_2[2]$_DFF_PN0_	stage_2[5]$_DFF_PN0_	0.007	9
min	rst_n	stage_3[4]$_DFF_PN0_	0.05	2
max in group asynchronous	rst_n	ina_3[0]$_DFF_PN0_	1.66	2
min in group clk0	stage_2[2]$_DFF_PN0_	stage_3[2]$_DFF_PN0_	0.35	0
[timing repair]
| action | in CTS | in global routing |
|---|---|---|
| resized | 5 | 11 |
| endpoints found under the setup margin | 3 | 3 |
| pin swaps | 0 | 3 |
| buffers inserted | 3 | 2 |
[flip-flops by register name, summed over array words and instances (netlist names)]
register and cells:
inb_2 2, stage_3 8, stage_1 6, ina_2 4, stage_2 7, ina 4
ina_3 4, inb_3 1, inb 4
[where the power goes]
group          internal (mW)  switching [mW]  total [mW]
combinational          0.121          0.0698       0.190
sequential             0.937          0.0317       0.969
clock                  0.463           0.268       0.731
total                   1.52           0.369        1.89
[cells by family after synthesis]
kind of cell,after synthesis,synth area share
AND/OR/NAND/NOR,16,0.0662
buffers and inverters,16,0.0441
adder cells (fa/ha/maj),12,0.154
flip-flops,40,0.735
[cells in the final DEF (no fill, tap or decap), drive strengths merged]
master         count
and2              12
buf                8
clkbuf             7
inv               16
clkdlybuf4s50     16
ha                 4
fa                 8
dfrtp             40
bufinv             1
nand2              4
Power and IR drop assume default switching activity.
