## design/flow/design.v

```verilog
module RF  #(parameter N = 8, parameter addressBits = 2) ( 
    input logic clk,
    input logic rst_n,
    input logic selectDestinationA,
    input logic selectDestinationB,
    input logic [1:0] selectSource,
    input logic [addressBits-1:0] writeAddress,
    input logic write_en,
    input logic [addressBits-1:0] readAddressA,
    input logic [addressBits-1:0] readAddressB,
    input logic [N-1:0] A, 
    input logic [N-1:0] B, 
    input logic [N-1:0] C, 
    output logic [N-1:0] destination1A,
    output logic [N-1:0] destination2A,
    output logic [N-1:0] destination1B,
    output logic [N-1:0] destination2B
);
  logic [N-1:0] regRF [2**addressBits-1:0];
  logic [N-1:0] data;
    always_ff @(posedge clk, negedge rst_n) begin
      if (!rst_n) begin
        for (int i = 0; i<2**addressBits; i=i+1 ) begin
          if(i==1) regRF[i] <= {N*{1'b1}};
          else regRF[i] <= 'b0;
        end 
      end else if (write_en) begin
        if ((writeAddress!=0) && (writeAddress!=1))
        regRF[writeAddress] <= data;  
      end
    end 
  always_comb begin   
    case (selectSource)  
        (2'b00): data = A;
        (2'b01): data = B;
        (2'b10): data = C;
        default : data = 'b0;
    endcase
  end
  always_comb begin   
    case (selectDestinationA)  
      (1'b0): begin
        destination1A = regRF[readAddressA];
        destination2A = 'b0;
      end
      (1'b1): begin
        destination1A = 'b0;
        destination2A = regRF[readAddressA];
      end
      default: begin
        destination1A = 'b0;
        destination2A = 'b0;        
      end
    endcase
  end
  always_comb begin   
    case (selectDestinationB)  
      (1'b0): begin
        destination1B = regRF[readAddressB];
        destination2B = 'b0;
      end
      (1'b1): begin
        destination1B = 'b0;
        destination2B = regRF[readAddressB];
      end
      default: begin
        destination1B = 'b0;
        destination2B = 'b0;        
      end
    endcase
  end
endmodule
```

## design/flow/run.sh

```bash
#!/bin/bash
# OpenROAD 26Q1-2900-gdf79404cd8, Yosys 0.63+post, stock flow scripts
make -C /OpenROAD-flow-scripts/flow DESIGN_CONFIG=/design/flow/config.mk WORK_HOME=/design/flow/orfs finish
```

## design/flow/config.mk

```make
export PLATFORM = sky130hd
export DESIGN_NAME = RF
export DESIGN_NICKNAME = RF
export VERILOG_FILES = /design/flow/design.v
export SDC_FILE = /design/flow/constraint.sdc
export NUM_CORES = 4
export LEC_CHECK = 1
export CORE_UTILIZATION = 50
```

## design/flow/constraint.sdc

```tcl
current_design RF

set clk_period 2.0
set clk_io_pct 0.2

create_clock -name clk0 -period $clk_period [get_ports {clk}]

set non_clock_inputs [all_inputs -no_clocks]
set_input_delay [expr $clk_period * $clk_io_pct] -clock clk0 $non_clock_inputs
set_output_delay [expr $clk_period * $clk_io_pct] -clock clk0 [all_outputs]
```

==> results.json <==
{
  "status": "finished, violations left",
  "failed_checks": "setup timing",
  "timing.final.setup_violations": 1,
  "worst-endpoint-arrival_ns": 1.62,
  "initial_antenna_violation_count": 0,
  "top_register": "regRF",
  "totalPowerFinal_w": 0.00177,
  "synth_top_flop_cell": "sky130_fd_sc_hd__dfrtp_1",
  "crit_buf_inv": 2,
  "ir_drop_mv": 0.529,
  "cts_root_buffer": "sky130_fd_sc_hd__clkbuf_8",
  "antenna_violating_nets_post_route": 0,
  "setup_ws_ns": -0.0246,
  "cp_slowest_stage_delay_ns": 0.49,
  "finalHoldViolCount": 0,
  "met2WireLength_mm": 1.87,
  "enable_flop_cells": 0,
  "floorplan.rows": 21,
  "power_per_cell_area_nw_per_um2": 618,
  "port_buffers": 68,
  "endpoint_kind": "output pin",
  "avgViaCountPerCell": 5.23,
  "topCellsByArea": "sky130_fd_sc_hd__dfrtp_1 42%, sky130_fd_sc_hd__mux4_2 20%, sky130_fd_sc_hd__nor2b_1 5.8%, sky130_fd_sc_hd__a31oi_1 5.4%, sky130_fd_sc_hd__and2_1 5.4%",
  "first_pass_iters": 4,
  "syn2layout_area_growth_pct": 55.3,
  "drc_errors": 0,
  "reg2reg_setup_slack_ns": 1.04,
  "reg2reg_to": "regRF[3][6]$_DFFE_PN0P_",
  "grt_pass1_wl_mm": 7.20,
  "worst-setup-path-type": "flop to output pin",
  "worst-endpoint-required_ns": 1.60,
  "warnings": 28,
  "power.combinational.fraction_pct": 30.1,
  "post_drt_wl_per_cell_um": 14.2,
  "intPower_w": 0.00134,
  "hold-path-endpoint": "regRF[1][3]$_DFFE_PN1P_",
  "holdBufCountCts": 0,
  "layout_worst_path_cycle_share_pct": 101,
  "rsz_0062_raised_after_global_routing": "true",
  "num_clock_sinks": 32,
  "antenna_cells_inserted": 0,
  "clock-skew-final_ns": 0,
  "power.share.switching_pct": 24.1,
  "worst_hold_path_cells": 0,
  "power_switching_w": 0.000426,
  "fin_crit_period_ns": 2.02,
  "min_from": "regRF[1][3]$_DFFE_PN1P_",
  "route.final.wire_length_mm": 4.15,
  "postSynthSeqShare_pct": 43.6,
  "first_global_vias": 1579,
  "timing.reg2reg.worst_path_depth": 4,
  "io_pins": 69,
  "n_fill_cell": 192,
  "floorplan.core_util_pct": 53.5,
  "cts_tree": "built",
  "core_area_um2": 3440,
  "finalWeightedCongestion": 0.796,
  "numSynthFlops": 32,
  "p_leak_nw": 1.35,
  "pwr-share-clk_pct": 27.1,
  "route.met3.wl_um": 414,
  "max_reg_flops": 32,
  "actual_slew_at_the_worst_max_slew_pin_ns": 0.573,
  "ys_chip_area_um2": 1840,
  "grt_start_max_net_pins": 33,
  "synth_async_sr_flop_share_pct": 100,
  "synth_area_leader_cell": "sky130_fd_sc_hd__dfrtp_1",
  "relative_max_transition_margin_pct": 61.8,
  "clkTransAtPathRegs_ns": 0.06,
  "synth.cell_area_um2": 1840,
  "drive_above_1_share_pct": 36.0,
  "global_route.overflow_total": 0,
  "cpLargestDelayFamily": "multiplexers",
  "netlist_instances": 167,
  "floorplan.die.height_um": 62.7,
  "initialDrtViolationCount": 29,
  "place.detailed.hpwl_mm": 2.86,
  "start_kind": "flop",
  "cts_buffer_depth": 2,
  "netlist.area_leader.share_pct": 42.1,
  "wl_met1_mm": 1.83,
  "highest_clock_rate_mhz": 494,
  "ys_cells": 167,
  "grt.total_usage_pct": 24.8,
  "cts-buffers-inserted": 5,
  "cp_max_fo": 2,
  "post_synth.cell_area_avg_um2": 11.0,
  "reg_top3": "regRF x32",
  "share_seq_of_total_power_pct": 42.9,
  "timing.max_cap.violations": 0,
  "chipWidth_um": 62.7,
  "worstHoldPathType": "flop to flop",
  "total_die_area_um2": 3930,
  "yosys-top-cells-count": "31 x sky130_fd_sc_hd__dfrtp_1, 18 x sky130_fd_sc_hd__clkbuf_1, 17 x sky130_fd_sc_hd__nor2b_1",
  "post-synth-top-count-cell": "sky130_fd_sc_hd__dfrtp_1",
  "vias": 1531,
  "synth.lib_cells_used.distinct": 17,
  "worstReg2RegStart": "regRF[3][6]$_DFFE_PN0P_",
  "synthesis.yosys.warnings": 2,
  "finish.cell_count_without_fillers": 293,
  "crit_chain": "buf_6 -> mux4_2 -> nor2b_1 -> clkdlybuf4s15_1",
  "highest_layer_used_for_signal_routing": "met4",
  "placed_cells_incl_taps": 264,
  "clk-insertion-delay-late_ns": 0.27,
  "cp_slowest_cell": "sky130_fd_sc_hd__mux4_2",
  "clock_tree.htree_level_count": 2,
  "report.final.slew_viol_count": 0
}
worst max path at each step:
stage	from	to	slack (ns)	cells after the start
4_1_cts	regRF[3][0]$_DFFE_PN0P_	destination1A[0]	-0.1	3
6_report	regRF[3][4]$_DFFE_PN0P_	destination1A[4]	-0.02	4
5_1_grt	regRF[3][4]$_DFFE_PN0P_	destination1A[4]	-0.07	4
repair_timing:
item	in CTS	in global routing
pin swaps	16	4
setup endpoints to repair	32	16
resized	76	30
gates cloned	0	0
buffers inserted	20	3
power groups by stage:
stage | logic [W] | clock network (W) | registers (W)
final | 0.000531 | 0.000479 | 0.000758
after global routing | 0.000579 | 0.000523 | 0.000767
after CTS | 0.000519 | 0.000487 | 0.000757
worst register-to-register path, stage by stage, from the launching register on:
cell	delay, ns
sky130_fd_sc_hd__dfrtp_1	0.40
sky130_fd_sc_hd__buf_6	0.13
sky130_fd_sc_hd__buf_4	0.12
sky130_fd_sc_hd__nor2_1	0.13
sky130_fd_sc_hd__a31oi_1	0.06
cell usage in the layout (no fill, tap or decap), drive strengths merged, types with 8 or more instances in the layout:
| cell | count |
|---|---|
| dfrtp | 31 |
| mux2i | 8 |
| nor2 | 16 |
| or2 | 8 |
| a31oi | 16 |
| nand2 | 8 |
| mux4 | 16 |
| dlygate4sd2 | 20 |
| clkdlybuf4s50 | 32 |
| clkbuf | 18 |
| nor2b | 17 |
| buf | 34 |
| and2 | 16 |
final cells by class:
class                      instances  area, um2  area share (%)
tap                               46       57.6            2.01
clock buffer                       8       90.1            3.15
sequential                        32        802            28.1
timing repair buffer             100        930            32.5
multi-input combinational        107        980            34.3
through the flow:
step	util (%)	setup TNS [ns]	hold WS [ns]	cell area, um2	worst slack, ns
4_1_cts	82.4	-0.0968	0.375	2840	-0.0968
3_3_place_gp	74.1	-16.04	0.361	2550	-0.516
6_report	83.1	-0.0246	0.376	2860	-0.0246
3_5_place_dp	74.1	-16.38	0.367	2550	-0.549
2_1_floorplan	-	0	0.104	1840	0.431
5_1_grt	83.1	-0.0765	0.381	2860	-0.0663
layer usage:
| layer | GRT usage [%] | vias up |
|---|---|---|
| met5 | 0 | - |
| met4 | 2.62 | 0 |
| met3 | 10.0 | 2 |
| met2 | 38.6 | 100 |
| met1 | 36.5 | 691 |
| li1 | - | 738 |
cell families after synthesis:
| kind of cell | share of synthesized area (%) |
|---|---|
| flip-flops | 43.6 |
| AND/OR/NAND/NOR | 19.6 |
| AND-OR/OR-AND | 5.44 |
| buffers and inverters | 7.41 |
| multiplexers | 23.9 |
No activity file was given, so power comes from the tool's default toggle rates.
